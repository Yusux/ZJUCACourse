[design/flow/run.sh]
#!/bin/bash
# OpenROAD 26Q1-2900-gdf79404cd8, Yosys 0.63+post, stock flow scripts
make -C /OpenROAD-flow-scripts/flow DESIGN_CONFIG=/design/flow/config.mk WORK_HOME=/design/flow/orfs finish
[design/flow/constraint.sdc]
current_design cmu

set clk_period 35.2
set clk_io_pct 0.2

create_clock -name clk0 -period $clk_period [get_ports {clk}]

set non_clock_inputs [all_inputs -no_clocks]
set_input_delay [expr $clk_period * $clk_io_pct] -clock clk0 $non_clock_inputs
set_output_delay [expr $clk_period * $clk_io_pct] -clock clk0 [all_outputs]
[design/flow/config.mk]
export PLATFORM = sky130hd
export DESIGN_NAME = cmu
export DESIGN_NICKNAME = cmu
export VERILOG_FILES = /design/flow/design.v
export SDC_FILE = /design/flow/constraint.sdc
export NUM_CORES = 4
export LEC_CHECK = 1
export CORE_UTILIZATION = 40
export SYNTH_MEMORY_MAX_BITS = 65536
[design/flow/design.v]
module cache (
	input wire clk,   
	input wire rst,   
	input wire [ADDR_BITS-1:0] addr,   
    input wire load,     
	input wire store,   
	input wire edit,   
	input wire invalid,   
    input wire [2:0] u_b_h_w,  
	input wire [31:0] din,   
	output reg hit = 0,   
	output reg [31:0] dout = 0,   
	output reg valid = 0,   
	output reg dirty = 0,   
	output reg [TAG_BITS-1:0] tag = 0   
	);
    localparam 
    ADDR_BITS = 32,
    WORD_BYTES = 4,
    WORD_BYTES_WIDTH = 2,    
    WORD_BITS = (WORD_BYTES * 8),
    ELEMENT_WORDS = 4,
    ELEMENT_WORDS_WIDTH = 2,    
    BLOCK_WIDTH = (ELEMENT_WORDS_WIDTH + WORD_BYTES_WIDTH),    
    ELEMENT_NUM = 64,
    WAYS = 2,
    ELEMENT_INDEX_WIDTH = 6,    
    SET_INDEX_WIDTH = 5,    
    TAG_BITS = (ADDR_BITS - SET_INDEX_WIDTH - BLOCK_WIDTH);   
    wire [31:0] word1, word2;
    wire [15:0] half_word1, half_word2;
    wire [7:0]  byte1, byte2;
    wire recent1, recent2, valid1, valid2, dirty1, dirty2;
    wire [TAG_BITS-1:0] tag1, tag2;
    wire hit1, hit2;
    reg [ELEMENT_NUM-1:0] inner_recent = 0;  
    reg [ELEMENT_NUM-1:0] inner_valid = 0;
    reg [ELEMENT_NUM-1:0] inner_dirty = 0;
    reg [TAG_BITS-1:0] inner_tag [0:ELEMENT_NUM-1];
    reg [31:0] inner_data [0:ELEMENT_NUM*ELEMENT_WORDS-1];
    integer i;
    initial begin
        for (i = 0; i < ELEMENT_NUM; i = i + 1)
            inner_tag[i] = 23'b0;
        for (i = 0; i < ELEMENT_NUM*ELEMENT_WORDS; i = i + 1)
            inner_data[i] = 32'b0;
    end
    wire [TAG_BITS-1:0] addr_tag;
    wire [SET_INDEX_WIDTH-1:0] addr_index;      
    wire [ELEMENT_INDEX_WIDTH-1:0] addr_element1; 
    wire [ELEMENT_INDEX_WIDTH-1:0] addr_element2;      
    wire [ELEMENT_INDEX_WIDTH+ELEMENT_WORDS_WIDTH-1:0] addr_word1;
    wire [ELEMENT_INDEX_WIDTH+ELEMENT_WORDS_WIDTH-1:0] addr_word2;  
    assign addr_tag = addr[ADDR_BITS-1:ADDR_BITS-TAG_BITS];
    assign addr_index = addr[ADDR_BITS-TAG_BITS-1:ADDR_BITS-TAG_BITS-SET_INDEX_WIDTH];
    assign addr_element1 = {addr_index, 1'b0};
    assign addr_element2 = {addr_index, 1'b1};
    assign addr_word1 = {addr_element1, addr[ELEMENT_WORDS_WIDTH+WORD_BYTES_WIDTH-1:WORD_BYTES_WIDTH]};
    assign addr_word2 = {addr_element2, addr[ELEMENT_WORDS_WIDTH+WORD_BYTES_WIDTH-1:WORD_BYTES_WIDTH]};
    assign word1 = inner_data[addr_word1];
    assign word2 = inner_data[addr_word2];
    assign half_word1 = addr[1] ? word1[31:16] : word1[15:0];
    assign half_word2 = addr[1] ? word2[31:16] : word2[15:0];
    assign byte1 = addr[1] ?
                   addr[0] ? word1[31:24] : word1[23:16] :
                   addr[0] ? word1[15:8] :  word1[7:0]   ;
    assign byte2 = addr[1] ?
                   addr[0] ? word2[31:24] : word2[23:16] :
                   addr[0] ? word2[15:8] :  word2[7:0]   ;
    assign recent1 = inner_recent[addr_element1];
    assign recent2 = inner_recent[addr_element2];
    assign valid1 = inner_valid[addr_element1];
    assign valid2 = inner_valid[addr_element2];
    assign dirty1 = inner_dirty[addr_element1];
    assign dirty2 = inner_dirty[addr_element2];
    assign tag1 = inner_tag[addr_element1];
    assign tag2 = inner_tag[addr_element2];
    assign hit1 = valid1 & (tag1 == addr_tag);
    assign hit2 = valid2 & (tag2 == addr_tag);
    always @ (posedge clk) begin
        valid <= hit1 ? valid1 :
                 hit2 ? valid2 :
                 recent1 ? valid2 :
                 valid1;
        dirty <= hit1 ? dirty1 :
                 hit2 ? dirty2 :
                 recent1 ? dirty2 :
                 dirty1;
        tag <= hit1 ? tag1 :
               hit2 ? tag2 :
               recent1 ? tag2 :
               tag1;
        hit <= hit1 | hit2;
        if (load) begin
            if (hit1) begin
                dout <=
                    u_b_h_w[1] ? word1 :
                    u_b_h_w[0] ? {u_b_h_w[2] ? 16'b0 : {16{half_word1[15]}}, half_word1} :
                    {u_b_h_w[2] ? 24'b0 : {24{byte1[7]}}, byte1};
                inner_recent[addr_element1] <= 1'b1;
                inner_recent[addr_element2] <= 1'b0;
            end
            else if (hit2) begin
                dout <=
                    u_b_h_w[1] ? word2 :
                    u_b_h_w[0] ? {u_b_h_w[2] ? 16'b0 : {16{half_word2[15]}}, half_word2} :
                    {u_b_h_w[2] ? 24'b0 : {24{byte2[7]}}, byte2};
                inner_recent[addr_element1] <= 1'b0;
                inner_recent[addr_element2] <= 1'b1;
            end
        end
        else dout <= inner_data[ recent1 ? addr_word2 : addr_word1 ];
        if (edit) begin
            if (hit1) begin
                inner_data[addr_word1] <= 
                    u_b_h_w[1] ?         
                        din
                    :
                        u_b_h_w[0] ?     
                            addr[1] ?        
                                {din[15:0], word1[15:0]} 
                            :
                                {word1[31:16], din[15:0]} 
                        :    
                            addr[1] ?
                                addr[0] ?
                                    {din[7:0], word1[23:0]}    
                                :
                                    {word1[31:24], din[7:0], word1[15:0]}  
                            :
                                addr[0] ?
                                    {word1[31:16], din[7:0], word1[7:0]}    
                                :
                                    {word1[31:8], din[7:0]}  
                ;
                inner_dirty[addr_element1] <= 1'b1;
                inner_recent[addr_element1] <= 1'b1;
                inner_recent[addr_element2] <= 1'b0;
            end
            else if (hit2) begin
                inner_data[addr_word2] <= 
                    u_b_h_w[1] ?         
                        din
                    :
                        u_b_h_w[0] ?     
                            addr[1] ?        
                                {din[15:0], word2[15:0]} 
                            :
                                {word2[31:16], din[15:0]} 
                        :    
                            addr[1] ?
                                addr[0] ?
                                    {din[7:0], word2[23:0]}    
                                :
                                    {word2[31:24], din[7:0], word2[15:0]}  
                            :
                                addr[0] ?
                                    {word2[31:16], din[7:0], word2[7:0]}    
                                :
                                    {word2[31:8], din[7:0]}  
                ;
                inner_dirty[addr_element2] <= 1'b1;
                inner_recent[addr_element1] <= 1'b0;
                inner_recent[addr_element2] <= 1'b1;
            end
        end
        if (store) begin
            if (recent1) begin   
                inner_data[addr_word2] <= din;
                inner_valid[addr_element2] <= 1'b1;
                inner_dirty[addr_element2] <= 1'b0;
                inner_tag[addr_element2] <= addr_tag;
            end else begin
                if (recent2) begin
                    inner_data[addr_word1] <= din;
                    inner_valid[addr_element1] <= 1'b1;
                    inner_dirty[addr_element1] <= 1'b0;
                    inner_tag[addr_element1] <= addr_tag;
                end else begin
                    inner_data[addr_word1] <= din;
                    inner_valid[addr_element1] <= 1'b1;
                    inner_dirty[addr_element1] <= 1'b0;
                    inner_tag[addr_element1] <= addr_tag;
                end
            end
        end
        if (invalid) begin
            inner_recent[addr_element1] <= 1'b0;
            inner_recent[addr_element2] <= 1'b0;
            inner_valid[addr_element1] <= 1'b0;
            inner_valid[addr_element2] <= 1'b0;
            inner_dirty[addr_element1] <= 1'b0;
            inner_dirty[addr_element2] <= 1'b0;
        end
    end
endmodule
module cmu (
		input clk,
		input rst,
		input [31:0] addr_rw,
		input en_r,
		input en_w,
        input [2:0] u_b_h_w,
		input [31:0] data_w,
		output [31:0] data_r,
		output stall,
		output reg mem_cs_o = 0,
		output reg mem_we_o = 0,
		output reg [31:0] mem_addr_o = 0,
		input [31:0] mem_data_i,
		output [31:0] mem_data_o,
		input mem_ack_i,
        output [2:0] cmu_state
	);
    localparam 
    ADDR_BITS = 32,
    WORD_BYTES = 4,
    WORD_BYTES_WIDTH = 2,    
    WORD_BITS = (WORD_BYTES * 8),
    ELEMENT_WORDS = 4,
    ELEMENT_WORDS_WIDTH = 2,    
    BLOCK_WIDTH = (ELEMENT_WORDS_WIDTH + WORD_BYTES_WIDTH),    
    ELEMENT_NUM = 64,
    WAYS = 2,
    ELEMENT_INDEX_WIDTH = 6,    
    SET_INDEX_WIDTH = 5,    
    TAG_BITS = (ADDR_BITS - SET_INDEX_WIDTH - BLOCK_WIDTH);   
    reg [ADDR_BITS-1:0] cache_addr = 0;
    reg cache_load = 0;
    reg cache_store = 0;
    reg cache_edit = 0;
    reg [2:0] cache_u_b_h_w = 0;
    reg [WORD_BITS-1:0] cache_din = 0;
    wire cache_hit;
    wire [WORD_BITS-1:0] cache_dout;
    wire cache_valid;
    wire cache_dirty;
    wire [TAG_BITS-1:0] cache_tag;
    cache CACHE (
        .clk(~clk),
        .rst(rst),
        .addr(cache_addr),
        .load(cache_load),
        .store(cache_store),
        .edit(cache_edit),
        .invalid(1'b0),
        .u_b_h_w(cache_u_b_h_w),
        .din(cache_din),
        .hit(cache_hit),
        .dout(cache_dout),
        .valid(cache_valid),
        .dirty(cache_dirty),
        .tag(cache_tag)
    );
    localparam
        S_IDLE = 0,
        S_PRE_BACK = 1,
        S_BACK = 2,
        S_FILL = 3,
        S_WAIT = 4;
    reg [2:0]state = 0;
    reg [2:0]next_state = 0;
    reg [ELEMENT_WORDS_WIDTH-1:0]word_count = 0;
    reg [ELEMENT_WORDS_WIDTH-1:0]next_word_count = 0;
    assign cmu_state = state;
    always @ (posedge clk) begin
        if (rst) begin
            state <= S_IDLE;
            word_count <= 2'b00;
        end
        else begin
            state <= next_state;
            word_count <= next_word_count;
        end
    end
    always @ (*) begin
        if (rst) begin
            next_state = S_IDLE;
            next_word_count = 2'b00;
        end
        else begin
            case (state)
                S_IDLE: begin
                    if (en_r || en_w) begin
                        if (cache_hit)
                            next_state = S_IDLE;
                        else if (cache_valid && cache_dirty)
                            next_state = S_PRE_BACK;
                        else
                            next_state = S_FILL;
                    end
                    next_word_count = 2'b00;
                end
                S_PRE_BACK: begin
                    next_state = S_BACK;
                    next_word_count = 2'b00;
                end
                S_BACK: begin
                    if (mem_ack_i && word_count == {ELEMENT_WORDS_WIDTH{1'b1}})     
                        next_state = S_FILL;
                    else
                        next_state = S_BACK;
                    if (mem_ack_i)
                        next_word_count = word_count + 1'b1;
                    else
                        next_word_count = word_count;
                end
                S_FILL: begin
                    if (mem_ack_i && word_count == {ELEMENT_WORDS_WIDTH{1'b1}})
                        next_state = S_WAIT;
                    else
                        next_state = S_FILL;
                    if (mem_ack_i)
                        next_word_count = word_count + 1'b1;
                    else
                        next_word_count = word_count;
                end
                S_WAIT: begin
                    next_state = S_IDLE;
                    next_word_count = 2'b00;
                end
            endcase
        end
    end
    always @ (*) begin
        case(state)
            S_IDLE, S_WAIT: begin
                cache_addr = addr_rw;
                cache_load = en_r;
                cache_edit = en_w;
                cache_store = 1'b0;
                cache_u_b_h_w = u_b_h_w;
                cache_din = data_w;
            end
            S_BACK, S_PRE_BACK: begin
                cache_addr = {addr_rw[ADDR_BITS-1:BLOCK_WIDTH], next_word_count, {ELEMENT_WORDS_WIDTH{1'b0}}};
                cache_load = 1'b0;
                cache_edit = 1'b0;
                cache_store = 1'b0;
                cache_u_b_h_w = 3'b010;
                cache_din = 32'b0;
            end
            S_FILL: begin
                cache_addr = {addr_rw[ADDR_BITS-1:BLOCK_WIDTH], word_count, {ELEMENT_WORDS_WIDTH{1'b0}}};
                cache_load = 1'b0;
                cache_edit = 1'b0;
                cache_store = mem_ack_i;
                cache_u_b_h_w = 3'b010;
                cache_din = mem_data_i;
            end
        endcase
    end
    assign data_r = cache_dout;
    always @ (*) begin
        case (next_state)
            S_IDLE, S_PRE_BACK, S_WAIT: begin
                mem_cs_o = 1'b0;
                mem_we_o = 1'b0;
                mem_addr_o = 32'b0;
            end
            S_BACK: begin
                mem_cs_o = 1'b1;
                mem_we_o = 1'b1;
                mem_addr_o = {cache_tag, addr_rw[ADDR_BITS-TAG_BITS-1:BLOCK_WIDTH], next_word_count, {ELEMENT_WORDS_WIDTH{1'b0}}};
            end
            S_FILL: begin
                mem_cs_o = 1'b1;
                mem_we_o = 1'b0;
                mem_addr_o = {addr_rw[ADDR_BITS-1:BLOCK_WIDTH], next_word_count, {ELEMENT_WORDS_WIDTH{1'b0}}};
            end
        endcase
    end
    assign mem_data_o = cache_dout;
    assign stall = next_state != S_IDLE;
endmodule
==> results.cfg <==
; generated from flow reports
[detailed_routing]
dr_total_vias = 243500
wl_um = 1524000
initialDrtViolationCount = 17610
detail_route.vias_per_cell = 5.527
drcViolationCount = 0
antenna_left = 0
first_pass_iters = 7
wl_per_cell_um = 34.60

[clock_tree]
cts_buffers = 1124
clock_path_buffers = 5
holdBufCountCts = 0
insertion_delay_ps = 1190
tritoncts = done
cts-root-buf = clkbuf_16
clkTransAtPathRegs_ps = 40
postCtsSetupBuffers = 0
postCtsResizedCells = 0
cts_htree_levels = 7

[final_timing]
hold_viol = 0
setup_viol = 0
fin_setup_tns_ps = 0
unconstrained_endpoints = 1612
finalMaxSlewViolations = 2
rsz0062_at_grt = false
worst_pin_slew_ps = 1663
fin_skew_ps = 129.9
holdWs_ps = 459.9
unclocked_regs = 107
slew_headroom_pct = -12.00

[floorplanning]
num_rows = 366
ios = 206
initial_core_util_pct = 40.17
core_um2 = 994200
die_area_um2 = 1002000
die_x_um = 1001
die_y_um = 1001

[synthesis]
async_reset_ff_share_pct = 0
synth.avg_cell_area_um2 = 21.87
ys_types = 92
netlist_area_um2 = 399400
synthCells = 18260
yosys_cells = 18260
yosysChipArea_um2 = 399400
synth_flops = 9994
flop_cell = edfxtp_1
edf_count = 9760
ys_warn_count = 2

[worst_setup_path]
crit_path_end_kind = primary output
path_buffers = 1
worst-path-max-fanout = 2
cp_top_family = buffers and inverters
path_cells = clkdlybuf4s50_1
cp.required_ps = 28160
slowest_stage = clkdlybuf4s50_1
critical_path_class = register to primary output
start_kind = register
critPathMaxStageDelay_ps = 500
arrival_ps = 19580

[placement]
port_buffers = 203
gp_congestion = 1.053
hpwl_um = 945000

[run_status]
status = complete, but fails checks
violations = capacitance limit, slew limit

[job]
maxCapViolCount = 1
warnings = 1039

[cells_and_area]
layout_top_cells = inv_1, edfxtp_1, mux4_2
drive_gt1_share_pct = 22.47
area_delta_synth_final_pct = 25.41
final_common_cell = inv_1

[global_route]
grt_overflow_total = 0
grt_pass1_vias = 274600
grt_max_degree = 109
antenna_found_initial = 233
grt_pass1_wl_um = 2045000
track_usage_pct = 33.66

[pwr]
p_per_area_nw_per_um2 = 57.70
peakVddDrop_mv = 0.05971
leakage_nw = 198.2

[worst_hold_path]
hp-class = register to register
[synth_stat cells (19+ instances only)]
| cell type | n | area share [%] |
|---|---|---|
| a211oi_1 | 57 | 0.11 |
| a21oi_1 | 468 | 0.59 |
| a221oi_1 | 62 | 0.14 |
| a22o_1 | 55 | 0.12 |
| a22oi_1 | 214 | 0.40 |
| a31oi_1 | 36 | 0.056 |
| a32oi_1 | 19 | 0.042 |
| and2_1 | 33 | 0.052 |
| and3_1 | 43 | 0.067 |
| buf_1 | 174 | 0.16 |
| buf_2 | 270 | 0.34 |
| buf_4 | 120 | 0.23 |
| buf_6 | 28 | 0.079 |
| clkbuf_1 | 586 | 0.55 |
| dfxtp_1 | 127 | 0.64 |
| dlxtn_1 | 107 | 0.40 |
| edfxtp_1 | 9760 | 73 |
| mux2_2 | 83 | 0.23 |
| mux2i_1 | 511 | 1.3 |
| mux4_2 | 3258 | 18 |
| nand2_1 | 639 | 0.60 |
| nand3_1 | 88 | 0.11 |
| nand4_1 | 27 | 0.042 |
| nor2_1 | 701 | 0.66 |
| nor3_1 | 44 | 0.055 |
| nor4_1 | 20 | 0.031 |
| o211ai_1 | 29 | 0.055 |
| o21a_1 | 41 | 0.077 |
| o21ai_0 | 209 | 0.26 |
| o21ai_1 | 20 | 0.025 |
| o22ai_1 | 140 | 0.22 |
| xnor2_1 | 32 | 0.070 |
| xor2_1 | 20 | 0.044 |
[final timing paths]
check                                                       start                                  end  slack [ps]  cells after the start
worst max-delay path                     CACHE.dout[14]$_DFFE_NP_                           data_r[14]        8580                      1
worst max register to register  CACHE.inner_tag[19][13]$_DFFE_NP_  CACHE.inner_data[243][23]$_DFFE_NP_       24920                     21
worst min register to register     CACHE.inner_recent[44]$_DFF_N_       CACHE.inner_recent[44]$_DFF_N_         460                      2
worst min-delay path               CACHE.inner_recent[44]$_DFF_N_       CACHE.inner_recent[44]$_DFF_N_         460                      2
[routing by layer]
metal	GRT usage (%)	routed length, um
met5	12.45	13540
met1	30.49	404400
met3	34.61	332700
met4	23.64	117500
met2	42.16	656100
[report_power, final]
part	switching [W]	internal, W
clock network	0.00751	0.00851
registers	0.000000168	0.0128
logic	0.0000200	0.0000128
total	0.00753	0.0214
[cells by family (layout without fill, tap and decap cells)]
family	Yosys count	after routing	share of synthesized area, %
AND/OR/NAND/NOR	1675	1675	1.776
multiplexers	3852	3852	19.89
adder cells (fa/ha/maj)	9	9	0.02757
latches	107	107	0.4031
AND-OR/OR-AND	1474	1474	2.373
buffers and inverters	1206	13280	1.399
XOR/XNOR	52	52	0.1140
flip-flops	9887	9887	74.02
other	1	473	0.0009389
[sequential cells by signal, summed over array words and instances, names as in the netlist, 2 cells and up]
signal,cells
CACHE.dout,32
CACHE.inner_data,8192
CACHE.inner_dirty,64
CACHE.inner_recent,32
CACHE.inner_tag,1472
CACHE.inner_valid,64
CACHE.tag,23
cache_addr,32
cache_din,32
cache_u_b_h_w,3
mem_addr_o,30
next_state,3
next_word_count,2
state,3
word_count,2
[per-stage QoR]
stage | total power [W] | cell area, um^2 | worst slack (ps) | util, % | instances
after detailed placement | 0.01467 | 425300 | 9730 | 42.78 | 31730
final | 0.02890 | 500900 | 8576 | 50.38 | 44060
after global placement | 0.01467 | 425300 | 9713 | 42.78 | 31730
after floorplan | 0.01464 | 399400 | 10110 | - | 18260
after CTS | 0.02930 | 499700 | 8555 | 50.26 | 43590
after global routing | 0.03065 | 500600 | 8533 | 50.36 | 43970
[cell type report]
cell class,instances,area [um^2]
Clock buffer,1154,28880
Antenna cell,471,1179
Multi-Input combinational cell,7064,100200
Clock inverter,10710,45520
Tap cell,13250,16580
Sequential cell,9994,297300
Inverter,21,110.1
Fill cell,78040,493300
Timing Repair Buffer,1401,11150
No activity file was given, so power comes from the tool's default toggle rates.
