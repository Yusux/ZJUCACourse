## run.sh

```bash
#!/bin/bash
# OpenROAD 26Q1-2900-gdf79404cd8, Yosys 0.63+post, stock flow scripts
make -C /OpenROAD-flow-scripts/flow DESIGN_CONFIG=/design/flow/config.mk WORK_HOME=/design/flow/orfs finish
```

## config.mk

```make
export PLATFORM = sky130hd
export DESIGN_NAME = debug_ctrl
export DESIGN_NICKNAME = debug_ctrl
export VERILOG_FILES = /design/flow/design.v
export SDC_FILE = /design/flow/constraint.sdc
export NUM_CORES = 4
export LEC_CHECK = 1
export CORE_UTILIZATION = 40
```

## constraint.sdc

```tcl
current_design debug_ctrl

set clk_period 22.4
set clk_io_pct 0.2

create_clock -name clk0 -period $clk_period [get_ports {clk}]

set non_clock_inputs [all_inputs -no_clocks]
set_input_delay [expr $clk_period * $clk_io_pct] -clock clk0 $non_clock_inputs
set_output_delay [expr $clk_period * $clk_io_pct] -clock clk0 [all_outputs]
```

## design.v

```verilog
`timescale 1ns / 1ps
module debug_ctrl (
    input clk, rst,
    input debug_clk,
    input wire en,
    input wire [31:0] debug_data,
    input wire [31:0] wb_pc,
    input wire [31:0] wb_inst,
    input wire [31:0] mem_addr,
    input wire [31:0] mem_data,
    input wire uart_busy,
    output wire [4:0] debug_addr,
    output wire [7:0] sim_uart_char,
    output wire sim_uart_char_valid
);
    localparam STR_X = "x";
    localparam STR_PC = "WB_PC  ";
    localparam STR_INST = "WB_INST";
    localparam STR_CUST0 = "CUSTOM0"; 
    localparam STR_CUST1 = "CUSTOM1";
    localparam STR_COLON = "=0x";
    localparam BEAT_REG = 15;  
    localparam NUM_REG = 32; 
    localparam BEAT_CUST = 19;   
    localparam NUM_CUST_SIG = 4;  
    wire [31:0] cust_sig_list [0:31];
    assign cust_sig_list[0] = wb_pc;
    assign cust_sig_list[1] = wb_inst;
    assign cust_sig_list[2] = mem_addr;
    assign cust_sig_list[3] = mem_data;
    wire[55:0] cust_name_list [0:31];
    assign cust_name_list[0] = STR_PC;
    assign cust_name_list[1] = STR_INST;
    assign cust_name_list[2] = "MEMADDR";
    assign cust_name_list[3] = "MEMDATA";
    reg[4:0] cust_counter;   
    localparam CNT_REG = NUM_REG-1;
    localparam CNT_CUST = NUM_CUST_SIG - 1;
    localparam sIDLE = 2'b00;
    localparam sREG = 2'b01;   
    localparam sCUST = 2'b10;  
    wire[7:0] ascii_char [0:7];  
    wire[63:0] ascii_buffer;
    wire[20*8-1:0] str_buffer;  
    wire[7:0] char_array [0:BEAT_CUST];
    reg[1:0] state;
    reg[4:0] reg_counter;
    reg[4:0] beat_counter;
    reg start;  
    reg done;   
    wire reg_cnt_full = reg_counter == CNT_REG;
    wire reg_beat_full = beat_counter == BEAT_REG;
    wire cust_cnt_full = cust_counter == CNT_CUST;
    wire cust_beat_full = beat_counter == BEAT_CUST;
    wire reg_beat_done = reg_beat_full && sim_uart_char_valid;
    wire cust_beat_done = cust_beat_full && sim_uart_char_valid;
    wire reg_trans_done = reg_cnt_full && reg_beat_done;
    wire cust_trans_done = cust_cnt_full && cust_beat_done;
    always@(posedge clk) begin
        if(rst) begin
            start <= 0;
            done <= 0;
        end else begin
            if (debug_clk && done==0 && en) begin
                start <= 1;
                done <= 1;
            end else if (done==1) begin
                start <= 0;
                done <= debug_clk ? done : 0;
            end
        end
    end
    always@(posedge clk) begin
        if(rst) begin
            state <= sIDLE;
        end else begin
            if (start) begin 
                if(state == sIDLE)begin
                    state <= sREG;
                end      
            end else begin
                case(state)
                    sREG: begin
                        state <= reg_trans_done ? sCUST : state;
                    end
                    sCUST: begin
                        state <= cust_trans_done ? sIDLE : state; 
                    end
                    default: begin
                        state <= state;
                    end
                endcase 
            end
        end
    end
    always@(posedge clk) begin
        if(rst) begin
            reg_counter <= 5'd1;
            beat_counter <= 5'd0;
            cust_counter <= 0;
        end else begin 
            case(state)
                sREG: begin
                    reg_counter <= reg_beat_done ? 
                                   reg_cnt_full ? 5'd1 : reg_counter + 1 
                                   : reg_counter;
                    beat_counter <= reg_beat_done ? 0 :
                                   uart_busy ? beat_counter : beat_counter + 1;
                end
                sCUST: begin
                    cust_counter <= cust_beat_done ? 
                                  cust_cnt_full ? 0 : cust_counter + 1 
                                  : cust_counter;
                    beat_counter <= cust_beat_done ? 0 :
                                   uart_busy ? beat_counter : beat_counter + 1;
                end
                default: begin
                    reg_counter <= 5'd1;
                    beat_counter <= 5'd0;
                    cust_counter <= 0;
                end
            endcase
        end
    end
    assign debug_addr = reg_counter;
    wire[31:0] sig_cust = cust_sig_list[cust_counter];  
    wire[31:0] debug_sig = state == sREG ? debug_data :
                           state == sCUST ? sig_cust : 0;
    wire[23:0] reg_name = {STR_X, num2str_dec(reg_counter)};   
    wire[55:0] cust_name = cust_name_list[cust_counter];       
    genvar i;
    generate for(i = 0; i < 8; i = i + 1)
    	begin : ascii_enc
    		assign ascii_char[i] = { num2str_hex(debug_sig[4*i+3 : 4*i]) };
    	end
    endgenerate
    assign ascii_buffer = {ascii_char[7],ascii_char[6],ascii_char[5],ascii_char[4],
                           ascii_char[3],ascii_char[2],ascii_char[1],ascii_char[0]};
    assign str_buffer = state == sREG ? {reg_name, STR_COLON, ascii_buffer, "\n",8'h0d, 32'd0}:
                        state == sCUST  ? {cust_name, STR_COLON, ascii_buffer, "\n",8'h0d} : 0;
    generate for(i = 0; i < 20; i = i + 1)
    	begin : buffer2array
    		assign char_array[i] = str_buffer[(BEAT_CUST-i)*8+7:(BEAT_CUST-i)*8];
    	end
    endgenerate
    assign sim_uart_char = char_array[beat_counter];
    assign sim_uart_char_valid = (state != sIDLE) & (~uart_busy);
    function [7:0] num2str_hex;
		input [3:0] number;
		begin
			if (number < 10)
				num2str_hex = "0" + number;
			else
				num2str_hex = "A" - 10 + number;
		end
	endfunction
    function [15:0] num2str_dec;
		input [5:0] number;
		begin
			if (number < 10)
				num2str_dec = {"0","0" + number};
            else if (number < 20)
                num2str_dec = {"1","0" + (number - 5'd10)};
            else if (number < 30)
                num2str_dec = {"2","0" + (number - 5'd20)};
			else
				num2str_dec = {"3","0" + (number - 5'd30)};
		end
	endfunction
endmodule
```

==> flow_summary.toml <==
# implementation run metrics
[layout]
num-fill-cells = 1112
utilization_pct = 56.9
regArea_um2 = 380
final_cell_area_mm2 = 0.00681
syn2layout_area_growth_pct = 38.7
comb_area_mm2 = 0.00419
drive_above_1_share_pct = 5.57

[synthesis]
ys.flops = 19
yosysChipArea_mm2 = 0.00491
synthArstFlopShare_pct = 0
syn_area_mm2 = 0.00491
synth_warnings = 2465
synth_cell_types = 85
ys_cells = 743
synth_seq_share_pct = 7.75
flop_cell = "dfxtp_1"
edf_count = 0
synth_cells = 743
syn_avg_cell_area_um2 = 6.60

[run]
warnings = 36
maxCapViolCount = 0

[floorplan]
die_h_um = 113
coreArea_mm2 = 0.0120
rows = 40
chip_area_mm2 = 0.0127
ios = 179
fp_util_pct = 41.0
die.size.x_um = 113

[power_and_ir_drop]
pwr-share-comb_pct = 63.9
clkPwrFrac_pct = 18.3
leakage_nw = 2.37
switching_share_pct = 41.6
p_seq_share_pct = 17.8
p_total_uw = 206
p_int_uw = 120
p_sw_uw = 85.7
vdd_drop_max_v = 0.0000625
p_per_area_mw_per_mm2 = 30.3

[drt]
wl_per_cell_um = 22.1
detail-route-antenna-nets = 0
diodes = 0
drt_iter0_drc = 570
first_pass_iters = 24
vias_per_cell = 6.44
wirelength_um = 22700
vias = 6606
drt_drc_violations_left = 0

[sta]
post-route-period-util_pct = 55.3
hold_viol_final = 0
finalSetupTns_ns = 0
drv_slew = 0
slew_headroom_pct = 35.1
worstMarginPinSlew_ns = 0.968
setup_violations = 0
fmax_mhz = 80.7
grt_setup_unrepaired = "false"
fin_crit_ns = 12.38
fin_ws_ns = 10.02
fin_skew_ns = 0.00131

[global_routing]
antenna_found_initial = 0
grt_use_total_pct = 35.7
grt_max_degree = 43
overflow = 0
grt_pass1_wl_um = 34600
grt_pass1_vias = 6312

[critical_path]
slowest_stage = "or4_1"
critical_path.top_delay_family = "simple AND/OR/NAND/NOR gates"
crit_path_end_kind = "primary output"
crit_required_ns = 17.92
worstSetupPathType = "in2out"
path_buffers = 2
crit_top_cell = "clkdlybuf4s50_1"
crit_fanout = 5
path_cells = "clkdlybuf4s50_1 > a222oi_1 > or4_1 > and3_1 > a21boi_2 > xor2_1 > a2111oi_2 > o221ai_1 > nor4_1 > nand3_1 > clkdlybuf4s50_1"
max_stage_delay_ns = 0.59
cp-start-kind = "input port"
cp_data_arrival_time_ns = 7.90

[clock_tree]
cts.path.max_buffers = 2
clk_pin_slew_worst_paths_ns = 0.05
cts_resized = 0
numCtsBuffers = 3
cts_hold_buf = 0
cts_max_level = 1
postCtsSetupRepairBufs = 0
insertion_delay_ns = 0.26
cts_tree = "done"
cts_sinks = 19
cts-root-buf = "clkbuf_16"

[run_status]
status = "completed"

[placement]
place_area_mm2 = 0.00672
pre_cts_ws_ns = 10.05
io_buffers = 177
dp_hpwl_um = 17400
globalplace.congestion = 1.03

[min_path]
hp-class = "reg2reg"
## sequential cells by signal (all words and copies together), names as in the netlist
name          flops
beat_counter      5
cust_counter      5
reg_counter       5
done              1
state             2
start             1
## power groups by stage
stage,clock [mW],sequential (mW),combinational (mW)
CTS,0.0385,0.0367,0.130
global route,0.0400,0.0369,0.142
finish,0.0377,0.0367,0.132
## final cells by class
cell class                 instances  area share, %
multi-input combinational        641           61.5
timing repair buffer             193           27.8
sequential                        19           5.59
tap                              147           2.70
inverter                          22           1.21
clock buffer                       3           1.10
clock inverter                     1          0.110
## through the flow
| step | hold slack (ns) | std cells |
|---|---|---|
| after floorplan | 0.402 | 743 |
| after global placement | 0.408 | 1022 |
| after detailed placement | 0.418 | 1022 |
| after CTS | 0.433 | 1026 |
| after global routing | 0.446 | 1026 |
| final | 0.432 | 1026 |
## cell families after synthesis
| group | Yosys count | share of synthesized area (%) |
|---|---|---|
| compound gates | 301 | 43.9 |
| xor+xnor | 20 | 3.57 |
| fa+ha+maj | 28 | 7.14 |
| buf+inv | 83 | 7.40 |
| flops | 19 | 7.75 |
| mux | 10 | 2.12 |
| other cells | 1 | 0.0764 |
| simple gates | 281 | 28.1 |
## layer usage
metal,track usage [%],part of all wire (%)
met5,0,0
met4,12.4,3.6
met3,4.69,7.7
met2,60.7,47
met1,46.6,42
## final timing paths
check / slack (ns) / cells past startpoint / endpoint / startpoint
hold / removal: 0.43 / 1 / start$_SDFFE_PP0P_ / done$_SDFF_PP0_
setup / recovery: 10.02 / 11 / sim_uart_char[0] / mem_addr[1]
hold reg to reg: 0.43 / 1 / start$_SDFFE_PP0P_ / done$_SDFF_PP0_
setup reg to reg: 19.50 / 8 / reg_counter[3]$_SDFFE_PP0P_ / beat_counter[0]$_SDFF_PP0_
## cell usage after synthesis (4+ instances only)
cell type | n | share of area (%)
a32oi_1 | 5 | 0.89
a211o_1 | 4 | 0.71
xor2_1 | 10 | 1.8
nand3_1 | 25 | 2.6
o211ai_1 | 14 | 2.1
and2_1 | 16 | 2.0
dfxtp_1 | 19 | 7.8
nor3_1 | 14 | 1.4
clkbuf_1 | 33 | 2.5
o21ai_1 | 5 | 0.51
mux2i_1 | 7 | 1.4
xnor2_1 | 10 | 1.8
buf_2 | 17 | 1.7
o21ai_0 | 41 | 4.2
a31oi_1 | 15 | 1.9
a222oi_1 | 15 | 3.1
a21boi_2 | 4 | 0.92
a21oi_1 | 71 | 7.2
o2111ai_1 | 6 | 1.1
nor4_1 | 6 | 0.77
and3_1 | 13 | 1.7
a21o_1 | 7 | 1.1
nand4_1 | 6 | 0.77
a221o_1 | 5 | 1.0
ha_1 | 28 | 7.1
or3_1 | 4 | 0.51
nor3b_1 | 5 | 0.77
nor2_1 | 64 | 4.9
a221oi_1 | 6 | 1.1
buf_1 | 6 | 0.46
inv_1 | 20 | 1.5
a22oi_1 | 23 | 3.5
nand2_1 | 98 | 7.5
a211oi_1 | 9 | 1.4
o21a_1 | 4 | 0.61
nor2b_1 | 4 | 0.51
nand2b_1 | 9 | 1.1
a22o_1 | 8 | 1.4
o31ai_1 | 6 | 0.92
o22ai_1 | 9 | 1.1
## cells in the final DEF, fill, tap and decap left out, types with 5 or more instances in the layout
cell,count
a211oi_1,9
a21o_1,7
dfxtp_1,19
a222oi_1,15
clkdlybuf4s50_1,177
o2111ai_1,6
a221oi_1,6
xor2_1,10
and3_1,13
o31ai_1,6
a22o_1,8
o21ai_1,5
inv_1,20
a221o_1,5
and2_1,16
o22ai_1,9
buf_4,16
nand4_1,6
xnor2_1,10
a32oi_1,5
nand2_1,98
nor3b_1,5
a31oi_1,15
nor4_1,6
o21ai_0,41
nor3_1,14
mux2i_1,7
nand2b_1,9
nand3_1,25
nor2_1,64
a21oi_1,71
ha_1,27
o211ai_1,14
a22oi_1,23
Power is estimated from default activity; no workload was simulated.
